==> /design/flow/design.v <==
module flopr (	input logic clk, reset, 
			input logic [31:0] d, 
			output logic [31:0] q);
	always_ff @(posedge clk, posedge reset)
		if (reset) q <= 0;
		else q <= d;
endmodule
==> /design/flow/run.sh <==
#!/bin/bash
# OpenROAD 26Q1-2900-gdf79404cd8, Yosys 0.63+post, stock flow scripts
make -C /OpenROAD-flow-scripts/flow DESIGN_CONFIG=/design/flow/config.mk WORK_HOME=/design/flow/orfs finish
==> /design/flow/config.mk <==
export PLATFORM = sky130hd
export DESIGN_NAME = flopr
export DESIGN_NICKNAME = flopr
export VERILOG_FILES = /design/flow/design.v
export SDC_FILE = /design/flow/constraint.sdc
export NUM_CORES = 4
export LEC_CHECK = 1
export CORE_AREA = 10 10 85 85
export DIE_AREA = 0 0 95 95
==> /design/flow/constraint.sdc <==
current_design flopr

set clk_period 1.0
set clk_io_pct 0.2

create_clock -name clk0 -period $clk_period [get_ports {clk}]

set non_clock_inputs [all_inputs -no_clocks]
set_input_delay [expr $clk_period * $clk_io_pct] -clock clk0 $non_clock_inputs
set_output_delay [expr $clk_period * $clk_io_pct] -clock clk0 [all_outputs]
==> summary.txt <==
Implementation results

The run finished with clean final reports. The setup path with the least slack is of type reg2out. The number of warnings in the stage logs is 25.

The finished cells cover 0.00151 mm². The slowest stage of the critical path belongs to the cell dfrtp_1. In this run, CTS created clock tree buffers numbering 5. The clock root buffer is clkbuf_8. The signal on the critical path passes through buf_2.

Synthesis produced 33 cells. Across the run, the number of max-cap violations was 0. The end-of-flow timing check tallies setup violations at 0.

The total vias in the final route is 541. The actual transition at the worst max-transition pin is 0.155 ns. Entering global routing, the biggest net connects 13 pins. The combinational cell area excluding buffers and inverters is 0 µm². The leakage power of the design is 0.698 nW.

The most used flip-flop cell is dfrtp_1. Summed over all layers, the global routing overflow is 0. The share of synthesized area occupied by flip-flops and latches is 99.5%.

The clock slew at the register clock pins of the worst setup and hold paths is 0.06 ns. After synthesis, the netlist uses 2 different library cells. Detailed placement finished with a half-perimeter wire length of 2080 µm. In this run the full chip footprint comes out at 0.00903 mm². The number of antenna violations at the first check in global routing is 1. STA lists the maximum fanout along the critical path as 1.

Between the synthesized netlist and the finished layout, the area growth was recorded as 87.2%. OpenSTA, run right after detailed placement, puts the worst setup slack at 0.0212 ns. The number of buffers inserted by port buffering is 65. Per the synth stats, the proportion of register bits with asynchronous set or reset is 100%. The total cell area at the placement stage is 0.00157 mm².

According to the hold report, the worst path is of the in2async type. The synthesized design contains 32 register bits. The final design was reported to hold multi-input combinational gates totalling 0. The register with the most flip-flops in the layout has 32 of them. The required time of the critical path is 0.80 ns. TritonCTS built the clock tree. The stage delay of the slowest cell on the critical path is 0.36 ns. TritonRoute reported its final design rule violation total as 0. The worst setup path is launched from a flip-flop. The worst setup path is captured at a primary output. The routed design shows a wire length per standard cell of 13.7 µm.

The area of the placeable core is 0.00547 mm². The initial DRC count is 1. The yosys stat cell total is 33. The number of endpoints with negative hold slack in the final report is 0. Measured against its own limit, the worst slew margin works out to 89.7%.

Per the OpenROAD floorplan log, the width of the die is 95 µm. VDD sags by at most 0.000402 V. The first global-routing pass estimated 3740 µm of wire. The yosys-reported design area after synthesis is 805 µm². In this run the vertical extent of the chip is 95 µm. The share of cells above drive strength 1 is 38.9%. The residual antenna-violating net count after detailed routing is 0. Pin placement for this block handled 66 I/O pins. The global placer's final weighted congestion is 0.695.

The number of sinks on the clock net is 32. The cell area that synthesis handed to floorplanning was 805 µm². After synthesis, the cell types taking the most area are dfrtp_1 (100%), inv_1 (0.47%). The share of the clock period used by the worst path after layout is 94.6%. The first detailed-routing pass took 2 iterations. The worst setup margin is 0.0543 ns. The family with the most delay on the worst path is flip-flops.

The initialized floorplan defines 27 standard-cell rows. The critical path launch point is q[10]. The area share of the largest cell type after synthesis is 99.5%. The sum of routed wire length over all layers is 2480 µm. Based on the critical path, the design can be clocked at up to 1060 MHz. The register with the most flip-flops is q. The core occupancy in the finished layout is 27.5%.

The worst-case clock buffer depth is 2. The H-tree depth is 2. Hold repair after CTS inserted 0 buffers. Setup repair after global routing left no endpoint under its margin. The report lists the power per cell area as 1740 mW/mm².

The via count of the first global-routing pass came to 620. The final count of pins violating max slew is 0. Together, buffers and inverters on the worst path number 1. The report lists the number of cells resized after CTS as 96. The design draws 0.00262 W.

A synthesized cell averages 24.4 µm². Yosys mapped a number of flops with a built-in enable equal to 0. The arrival time at the worst endpoint is 0.75 ns.

Once the clock tree was built, the setup fixing pass inserted 0 buffers. The detail-routed via count per cell is 2.99. The final sum of negative setup slack is 0 ns. By count the netlist is led by dfrtp_1 (32), inv_1 (1).

The cell taking the most area after synthesis is dfrtp_1. For this run the top cell type by instance count after synthesis was dfrtp_1. Once the floorplan was initialized, standard cells occupied 14.7% of the core. Overall routing resource usage recorded by global route was 5.52%. The warning tally printed by Yosys for this design is 1. In the final layout, the registers with the most flip-flops are q x32. The post-layout minimum cycle time is 0.946 ns.
report_power, final:
part	internal (W)	switching [W]	total, W
clock network	0.000612	0.000427	0.00104
logic	0.000160	0.0000543	0.000215
registers	0.00136	0.0000124	0.00137
total	0.00213	0.000493	0.00262
cell usage in the layout (no fill, tap or decap):
cell             instances
buf_2                   32
buf_4                    3
clkbuf_8                 7
clkdlybuf4s50_1         33
dfrtp_1                 32
diode_2                  1
inv_1                    1
metal layers:
layer  global-route usage, %  up-vias  wire length [µm]
li1                        -      248                 -
met3                    5.29        6               514
met4                    1.25        0                60
met5                       0        -                 0
met2                    7.67       39              1080
met1                    6.01      248               827
kinds of logic (layout without fill, tap and decap cells):
| kind of cell | Yosys count | count (layout) | synth area share, % |
|---|---|---|---|
| DFF | 32 | 32 | 99.5 |
| buffers and inverters | 1 | 76 | 0.466 |
| other | 0 | 1 | 0 |
worst max-delay path by stage:
stage         slack (ns)     to  cells after the start
CTS                 0.03   q[8]                      1
global route      0.0005   q[2]                      1
finish              0.05  q[10]                      1
final cells by class:
cell class            count  area [µm²]
antenna                   1        2.50
clock buffer              7        96.3
fill                    577        3970
inverter                  1        3.75
sequential               32         801
tap                      72        90.1
timing repair buffer     68         513
per-stage QoR:
stage	std cells	hold slack, ns
3_5_place_dp	173	0.602
2_1_floorplan	33	0.231
4_1_cts	180	0.294
3_3_place_gp	173	0.617
5_1_grt	180	0.319
6_report	181	0.293
No activity file was given, so power comes from the tool's default toggle rates.
