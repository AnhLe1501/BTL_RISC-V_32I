`./config.mk`:
```
export PLATFORM = sky130hd
export DESIGN_NAME = mux4
export DESIGN_NICKNAME = mux4
export VERILOG_FILES = /design/flow/design.v
export SDC_FILE = /design/flow/constraint.sdc
export NUM_CORES = 4
export LEC_CHECK = 1
export CORE_AREA = 10 10 76 76
export DIE_AREA = 0 0 86 86
```
`./constraint.sdc`:
```
current_design mux4

set clk_period 1.1
set clk_io_pct 0.2

create_clock -name clk0 -period $clk_period

set non_clock_inputs [all_inputs -no_clocks]
set_input_delay [expr $clk_period * $clk_io_pct] -clock clk0 $non_clock_inputs
set_output_delay [expr $clk_period * $clk_io_pct] -clock clk0 [all_outputs]
```
`./design.v`:
```
module mux4 (input logic [31:0] d0, d1, d2, d3, input logic [1:0] s, 
			output logic [31:0] y);
always_comb begin
	case(s)
			2'b00: y = d0;
			2'b01: y = d1;
			2'b10: y = d2;
			2'b11: y = d3;
	endcase
end
endmodule
```
`./run.sh`:
```
#!/bin/bash
# OpenROAD 26Q1-2900-gdf79404cd8, Yosys 0.63+post, stock flow scripts
make -C /OpenROAD-flow-scripts/flow DESIGN_CONFIG=/design/flow/config.mk WORK_HOME=/design/flow/orfs finish
```
==> results.toml <==
# yosys + openroad results
[global_routing]
busiest_layer = "met2"
gr-usage-met2 = 0.295
use_met1 = 0.162
grt_pass1_wl_um = 8960
grt_pass1_vias = 1487
met3_usage = 0.0925
antenna_found_initial = 1
gr-total-overflow = 0
grt_max_degree = 17
grtUsageTotal = 0.162

[sta]
setup_viol = 32
worst_slack_ns = -0.278
slew_violations = 0
whs_ns = 0.922
hold_viol = 0
finalCritPeriodShare = 1.25
fmaxAchievable_ghz = 0.726
rsz0062_at_grt = "true"
post-route-min-period_ns = 1.38
totalNegativeSetupSlack_ns = -7.14
max-slew-margin-rel = 0.931
worst_slew_pin_slew_ns = 0.103

[critical_path]
critPathKind = "primary input to output pin"
end_kind = "output pin"
cp_num_buf_inv = 4
slowest_delay_ns = 0.47
cp_max_fo = 7
crit_family = "multiplexers"
cp_slowest_cell = "mux4_2"
cp-start-kind = "primary input"
arrival_ns = 1.16
required_ns = 0.88
crit_path_cell_trace = "buf_12 > buf_16 > buf_6 > mux4_2 > buf_2"

[floorplanning]
core_um2 = 4120
die_y_um = 86
fp_util = 0.198
rows = 23
pin_count = 162
dieWidth_um = 86
die-area_um2 = 7400

[synthesis]
avgSynthCellArea_um2 = 20.9
yosysSeqAreaShare = 0
ys_warn_count = 1
most_common_cell = "mux4_2"
yosys_cells = 39
ys_types = 5
yosysTopAreaCellShare = 0.829
ys_top_cells_by_count = "mux4_2 (30), buf_12 (3), buf_2 (3)"
syn-instance-count = 39
top_area_cell = "mux4_2"
syn_area_um2 = 815
area_leaders = "mux4_2 (83%), buf_12 (7.4%), mux4_1 (6.5%), buf_2 (1.8%), buf_6 (1.4%)"
yosysChipArea_um2 = 815

[placement]
io_buffers = 162
place_area_um2 = 2470
place_worst_setup_slack_ns = -0.852
dp.final_hpwl_um = 5290
placed_cells = 247
gp_congestion = 0.888

[run]
drv_cap = 0
warning_count = 36

[detailed_routing]
wl_per_cell_um = 23.5
vias_per_cell = 4.65
drt_iter0_drc = 41
drc = 0
wl_um = 6050
drt-pass1-iter-count = 4
drtAntennaViolNets = 0
num_vias = 1194

[hold_path]
hold_class = "primary input to output pin"

[power_and_ir_drop]
pwr-share-clk = 0
max-vdd-ir-drop_mv = 0.189
intPower_uw = 580
p_sw_uw = 197
p_leak_nw = 1.13
share_comb_of_total_power = 1.000
swShare = 0.253
p_seq_frac = 0
power_density_nw_per_um2 = 334

[status]
failed_checks = "negative setup slack"
status = "finished, violations left"

[cells_and_area]
final_cells = 257
area.growth.synth_to_final_pct = 186
n_clock_buffer = 0
drive_gt1_frac = 0.379
flops = 0
fin_area_um2 = 2330
flop_area_um2 = 0

[clock_tree]
cts_hold_buf = 0
## power groups by stage
stage,logic (mW),registers (mW),clock network (mW)
CTS,0.785,0,0
global route,0.842,0,0.000000121
finish,0.777,0,0.000000122
## path summary, 6_finish.rpt
path,end,depth (start not counted),startpoint
worst max-delay path,y[31],5,s[0]
worst min-delay path,y[30],3,d2[30]
## per-stage QoR
stage	power [mW]	util
final	0.777	0.566
after global placement	0.978	0.600
after floorplan	0.261	-
after CTS	0.785	0.561
after detailed placement	0.983	0.600
after global routing	0.842	0.566
## placed cells by master, fill, tap and decap left out
| cell type | n |
|---|---|
| mux4_2 | 32 |
| buf_12 | 4 |
| diode_2 | 1 |
| dlygate4sd2_1 | 128 |
| bufbuf_16 | 1 |
| buf_6 | 5 |
| buf_2 | 31 |
| buf_16 | 3 |
| buf_4 | 2 |
## cell type report
| cell class | count | area [um^2] |
|---|---|---|
| Tap cell | 50 | 62.6 |
| Multi-Input combinational cell | 32 | 721 |
| Fill cell | 419 | 1790 |
| Timing Repair Buffer | 174 | 1540 |
| Antenna cell | 1 | 2.50 |
## kinds of logic (layout without fill, tap and decap cells)
group / count (synthesis) / after routing / share of synthesized area
buf+inv: 7 / 174 / 0.106
mux: 32 / 32 / 0.894
other cells: 0 / 1 / 0
## per-layer routing
metal | vias up | share of wire
met5 | - | 0
met4 | 0 | 0.0055
met3 | 4 | 0.15
met2 | 96 | 0.53
met1 | 550 | 0.31
li1 | 544 | -
## tightest hold or removal path: stages
cell and delay [ns]:
dlygate4sd2_1 0.19, mux4_2 0.21, buf_2 0.09
## what timing repair did
action | 4_1_cts | 5_1_grt
setup buffers | 4 | 1
resized | 243 | 2
endpoints found under the hold margin | 0 | 0
gates cloned | 4 | 0
endpoints found under the setup margin | 32 | 32
Power figures rest on the tool's default switching activity, not on a simulated workload.
